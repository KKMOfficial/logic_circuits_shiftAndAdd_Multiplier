==> flow/design.v <==
module ALUPlus(Z,ofs,X,Y);
input [15:0] X,Y;
output [15:0] Z;
output ofs;
wire [14:0] COUT;
supply0 gnd;
    FullAdder FA0( X[0] ,Y[0] ,gnd     ,Z[0] ,COUT[0]);
    FullAdder FA1( X[1] ,Y[1] ,COUT[0] ,Z[1] ,COUT[1]);
    FullAdder FA2( X[2] ,Y[2] ,COUT[1] ,Z[2] ,COUT[2]);
    FullAdder FA3( X[3] ,Y[3] ,COUT[2] ,Z[3] ,COUT[3]);
    FullAdder FA4( X[4] ,Y[4] ,COUT[3] ,Z[4] ,COUT[4]);
    FullAdder FA5( X[5] ,Y[5] ,COUT[4] ,Z[5] ,COUT[5]);
    FullAdder FA6( X[6] ,Y[6] ,COUT[5] ,Z[6] ,COUT[6]);
    FullAdder FA7( X[7] ,Y[7] ,COUT[6] ,Z[7] ,COUT[7]);
    FullAdder FA8( X[8] ,Y[8] ,COUT[7] ,Z[8] ,COUT[8]);
    FullAdder FA9( X[9] ,Y[9] ,COUT[8] ,Z[9] ,COUT[9]);
    FullAdder FA10(X[10],Y[10],COUT[9] ,Z[10],COUT[10]);
    FullAdder FA11(X[11],Y[11],COUT[10],Z[11],COUT[11]);
    FullAdder FA12(X[12],Y[12],COUT[11],Z[12],COUT[12]);
    FullAdder FA13(X[13],Y[13],COUT[12],Z[13],COUT[13]);
    FullAdder FA14(X[14],Y[14],COUT[13],Z[14],COUT[14]);
    FullAdder FA15(X[15],Y[15],COUT[14],Z[15],ofs);
endmodule
module EBitCounter(rst,clk,state,X,PP,in,sign_set,sign_change);
    input rst,clk;
    output [3:0] state;
    output [1:0] X,PP;
    input in;
    output sign_set;
    output sign_change;
    wire [3:0]Q,nQ,D;
    wire res,nin;
    wire and_d0_1_w,and_d0_2_w,and_d1_1_w,and_d1_2_w,and_d1_3_w,and_d2_1_w,and_d2_2_w,and_d2_3_w,and_d3_1_w,and_d3_2_w,and_d3_3_w;
    wire and_X0_1_w,and_X0_2_w,and_X0_3_w;
    wire and_PP_1_w,and_PP_2_w,and_PP_3_w,nor_PP_1_w;
    RisingEdge_DFlipFlop Q3BIT(Q[3],nQ[3],D[3],clk,rst);
    RisingEdge_DFlipFlop Q2BIT(Q[2],nQ[2],D[2],clk,rst);
    RisingEdge_DFlipFlop Q1BIT(Q[1],nQ[1],D[1],clk,rst);
    RisingEdge_DFlipFlop Q0BIT(Q[0],nQ[0],D[0],clk,rst);
    not nrst_not(nrst, rst);
    not in_not(nin , in);
    and and_d3_1(and_d3_1_w,nrst,Q[3]);
    and and_d3_2(and_d3_2_w,nrst,Q[0],Q[1],Q[2]);
    or or_d3_1(D[3],and_d3_1_w,and_d3_2_w);
    and and_d2_1(and_d2_1_w,nrst,Q[2],nQ[1]);
    and and_d2_2(and_d2_2_w,nrst,Q[0],Q[1],nQ[2],nQ[3]);
    and and_d2_3(and_d2_3_w,nrst,Q[2],nQ[0]);
    or or_d2_1(D[2],and_d2_1_w,and_d2_2_w,and_d2_3_w);
    and and_d1_1(and_d1_1_w,nrst,nQ[0],Q[1]);
    and and_d1_2(and_d1_2_w,nrst,Q[0],nQ[1]);
    and and_d1_3(and_d1_3_w,nrst,Q[3],Q[1]);
    or or_d1_1(D[1],and_d1_1_w,and_d1_2_w,and_d1_3_w);
    and and_d0_1(and_d0_1_w,nrst,nQ[0]);
    and and_d0_2(and_d0_2_w,nrst,Q[1],Q[3]);
    or or_d0_1(D[0],and_d0_1_w,and_d0_2_w);
    and and_X1_1(X[1] , nrst , nQ[0] , nQ[1], nQ[2], nQ[3]);
    and and_X0_1(and_X0_1_w , nrst , nQ[3]);
    and and_X0_2(and_X0_2_w , nrst ,  nQ[0] ,  nQ[1]);
    and and_X0_3(and_X0_3_w , nrst ,  Q[1] , nQ[3]);
    or or_X1(X[0] , and_X0_1_w ,and_X0_2_w);
    and and_PP_1(and_PP_1_w , nQ[0] ,  Q[1] , nQ[2] , Q[3]);
    and and_PP_2(and_PP_2_w ,  Q[0] , nQ[1] , nQ[2] ,nQ[3]);
    and and_PP_3(and_PP_3_w , nQ[0] , nQ[1] , nQ[2] ,nQ[3]);
    nor nor_PP_1(nor_PP_1_w , and_PP_1_w,and_PP_3_w);
    and and_PP_4(PP[0] , nor_PP_1_w , in);
    and and_sign_1(sign_set ,  nQ[0] , nQ[1] , nQ[2] ,nQ[3]);
    and and_sign_2(sign_change , Q[3] , nQ[2] , Q[1] , Q[0]);
    assign PP[1] = PP[0];
    assign state[0] = Q[0];
    assign state[1] = Q[1];
    assign state[2] = Q[2];
    assign state[3] = Q[3];
endmodule
module FullAdder(x,y,cin,s,cout);
    input x,y,cin;
    output s,cout;
    wire s1,s2,s3;
    xor xor_1(s1,x,y);
    xor xor_2(s,s1,cin);
    and and_1(s2,x,y);
    and and_2(s3,s1,cin);
    or or_1(cout,s3,s2);
endmodule
module HalfAdder(s,c,x,y);
    input x,y;
    output s,c;
    xor xor_1(s , x, y);
    and and_1(c , x, y);
endmodule
module Multiplexer4to1(O,S,I0,I1,I2,I3);
output O;
input [1:0]S;
input I0,I1,I2,I3;
wire w_0,w_1,w_2,w_3;
wire [1:0]nS;
not not_1(nS[0], S[0]);
not not_2(nS[1], S[1]);
and and_1(w_0,I0,nS[0],nS[1]);
and and_2(w_1,I1,S[0],nS[1]);
and and_3(w_2,I2,nS[0],S[1]);
and and_4(w_3,I3,S[0],S[1]);
or or_1(O, w_0,w_1,w_2,w_3);
endmodule
module Multiplier(Z,finish,W,Y,clk,nrst);
    input [7:0] Y;
    input [7:0] W;
    input nrst,clk;
    output finish;
    wire [15:0] XRegParallelOut;
    wire [15:0] ALUOut; 
    wire YRegSerialOut; 
    wire [15:0] PPRegParallelOut;
    supply0 sis;
    wire [3:0]state;
    output [15:0]Z;
    wire [15:0] XIN;
    wire [7:0] YIN;
    wire sign_set,sign_change;
    wire sign_and,QSIGN_XOR,fsign;
    wire QSIGN,nQSIGN;
    wire [1:0] XYRegMode;
    wire [1:0] PPRegMode;
    wire rst;
    assign Z = PPRegParallelOut;
    assign XIN = {sis,sis,sis,sis,sis,sis,sis,sis,sis,W[6:0]};
    assign YIN = {sis,Y[6:0]};
    assign finish = sign_change;
    and and_2(Z[15]  , QSIGN , sign_change);
    not not_1(rst, nrst);
    UniversalRegister MultiplierReg(YRegSerialOut,,YIN,XYRegMode,sis,rst,clk);
    UniversalRegister2 MultiplicandReg(,XRegParallelOut,XIN,XYRegMode,sis,rst,clk);
    UniversalRegister2 ProductReg(,PPRegParallelOut,ALUOut,PPRegMode,sis,rst,clk);
    ALUPlus ALUnit(ALUOut,,XRegParallelOut,PPRegParallelOut);
    EBitCounter Controller(rst,clk,state,XYRegMode,PPRegMode,YRegSerialOut,sign_set,sign_change);
    xor xor_2(fsign , W[7],Y[7]);
    and and_1(sign_and,fsign,sign_set);
    xor xor_1(QSIGN_XOR, QSIGN , sign_and);
    RisingEdge_DFlipFlop Sign_FlipFlop(QSIGN,nQSIGN,QSIGN_XOR,clk,rst);
endmodule
module RisingEdge_DFlipFlop(q,q1,d,c,clr);
output q,q1;
 input d,c;
 input clr;
 reg q,q1;
	initial 
	   begin
		   q=1'b0; q1=1'b1;
	  end
	always @ (posedge c)
	   begin 
		 q=d&(~clr);
		 q1=(~d)|clr;
	   end
endmodule
module UniversalRegister(SerialOutput , ParallelOutput , LoadSignal, RegisterMode, SerialInput, clr ,clk);
input [7:0]LoadSignal;
input [1:0]RegisterMode;
input SerialInput;
input clk;
input clr;
output SerialOutput;
output [7:0]ParallelOutput;
supply1 vcc;
supply0 gnd;
wire [7:0]D;
wire [7:0]nQ;
wire [7:0]S,C;
    assign SerialOutput = ParallelOutput[0];
    RisingEdge_DFlipFlop Bit0FF(ParallelOutput[0],nQ[0],D[0],clk, clr);
    RisingEdge_DFlipFlop Bit1FF(ParallelOutput[1],nQ[1],D[1],clk, clr);
    RisingEdge_DFlipFlop Bit2FF(ParallelOutput[2],nQ[2],D[2],clk, clr);
    RisingEdge_DFlipFlop Bit3FF(ParallelOutput[3],nQ[3],D[3],clk, clr);
    RisingEdge_DFlipFlop Bit4FF(ParallelOutput[4],nQ[4],D[4],clk, clr);
    RisingEdge_DFlipFlop Bit5FF(ParallelOutput[5],nQ[5],D[5],clk, clr);
    RisingEdge_DFlipFlop Bit6FF(ParallelOutput[6],nQ[6],D[6],clk, clr);
    RisingEdge_DFlipFlop Bit7FF(ParallelOutput[7],nQ[7],D[7],clk, clr);
    Multiplexer4to1 Bit0MP(D[0],RegisterMode,ParallelOutput[0],ParallelOutput[1],S[0],LoadSignal[0]);
    Multiplexer4to1 Bit1MP(D[1],RegisterMode,ParallelOutput[1],ParallelOutput[2],S[1],LoadSignal[1]);
    Multiplexer4to1 Bit2MP(D[2],RegisterMode,ParallelOutput[2],ParallelOutput[3],S[2],LoadSignal[2]);
    Multiplexer4to1 Bit3MP(D[3],RegisterMode,ParallelOutput[3],ParallelOutput[4],S[3],LoadSignal[3]);
    Multiplexer4to1 Bit4MP(D[4],RegisterMode,ParallelOutput[4],ParallelOutput[5],S[4],LoadSignal[4]);
    Multiplexer4to1 Bit5MP(D[5],RegisterMode,ParallelOutput[5],ParallelOutput[6],S[5],LoadSignal[5]);
    Multiplexer4to1 Bit6MP(D[6],RegisterMode,ParallelOutput[6],ParallelOutput[7],S[6],LoadSignal[6]);
    Multiplexer4to1 Bit7MP(D[7],RegisterMode,ParallelOutput[7],SerialInput      ,S[7],LoadSignal[7]);
    HalfAdder Bit0HA(S[0],C[0],ParallelOutput[0],vcc );
    HalfAdder Bit1HA(S[1],C[1],ParallelOutput[1],C[0]);
    HalfAdder Bit2HA(S[2],C[2],ParallelOutput[2],C[1]);
    HalfAdder Bit3HA(S[3],C[3],ParallelOutput[3],C[2]);
    HalfAdder Bit4HA(S[4],C[4],ParallelOutput[4],C[3]);
    HalfAdder Bit5HA(S[5],C[5],ParallelOutput[5],C[4]);
    HalfAdder Bit6HA(S[6],C[6],ParallelOutput[6],C[5]);
    HalfAdder Bit7HA(S[7],C[7],ParallelOutput[7],C[6]);
endmodule
module UniversalRegister2(SerialOutput , ParallelOutput , LoadSignal, RegisterMode, SerialInput, clr , clk);
input [15:0]LoadSignal;
input [1:0]RegisterMode;
input SerialInput;
input clk;
input clr;
output SerialOutput;
output [15:0]ParallelOutput;
supply1 vcc;
supply0 gnd;
wire [15:0]D;
wire [15:0]nQ;
wire [15:0]S,C;
    assign SerialOutput = ParallelOutput[15];
    RisingEdge_DFlipFlop Bit00FF(ParallelOutput[00],nQ[00],D[00],clk,clr);
    RisingEdge_DFlipFlop Bit01FF(ParallelOutput[01],nQ[01],D[01],clk,clr);
    RisingEdge_DFlipFlop Bit02FF(ParallelOutput[02],nQ[02],D[02],clk,clr);
    RisingEdge_DFlipFlop Bit03FF(ParallelOutput[03],nQ[03],D[03],clk,clr);
    RisingEdge_DFlipFlop Bit04FF(ParallelOutput[04],nQ[04],D[04],clk,clr);
    RisingEdge_DFlipFlop Bit05FF(ParallelOutput[05],nQ[05],D[05],clk,clr);
    RisingEdge_DFlipFlop Bit06FF(ParallelOutput[06],nQ[06],D[06],clk,clr);
    RisingEdge_DFlipFlop Bit07FF(ParallelOutput[07],nQ[07],D[07],clk,clr);
    RisingEdge_DFlipFlop Bit08FF(ParallelOutput[08],nQ[08],D[08],clk,clr);
    RisingEdge_DFlipFlop Bit09FF(ParallelOutput[09],nQ[09],D[09],clk,clr);
    RisingEdge_DFlipFlop Bit10FF(ParallelOutput[10],nQ[10],D[10],clk,clr);
    RisingEdge_DFlipFlop Bit11FF(ParallelOutput[11],nQ[11],D[11],clk,clr);
    RisingEdge_DFlipFlop Bit12FF(ParallelOutput[12],nQ[12],D[12],clk,clr);
    RisingEdge_DFlipFlop Bit13FF(ParallelOutput[13],nQ[13],D[13],clk,clr);
    RisingEdge_DFlipFlop Bit14FF(ParallelOutput[14],nQ[14],D[14],clk,clr);
    RisingEdge_DFlipFlop Bit15FF(ParallelOutput[15],nQ[15],D[15],clk,clr);
    Multiplexer4to1 Bit00MP(D[00],RegisterMode,ParallelOutput[00],SerialInput       ,S[00],LoadSignal[00]);
    Multiplexer4to1 Bit01MP(D[01],RegisterMode,ParallelOutput[01],ParallelOutput[00],S[01],LoadSignal[01]);
    Multiplexer4to1 Bit02MP(D[02],RegisterMode,ParallelOutput[02],ParallelOutput[01],S[02],LoadSignal[02]);
    Multiplexer4to1 Bit03MP(D[03],RegisterMode,ParallelOutput[03],ParallelOutput[02],S[03],LoadSignal[03]);
    Multiplexer4to1 Bit04MP(D[04],RegisterMode,ParallelOutput[04],ParallelOutput[03],S[04],LoadSignal[04]);
    Multiplexer4to1 Bit05MP(D[05],RegisterMode,ParallelOutput[05],ParallelOutput[04],S[05],LoadSignal[05]);
    Multiplexer4to1 Bit06MP(D[06],RegisterMode,ParallelOutput[06],ParallelOutput[05],S[06],LoadSignal[06]);
    Multiplexer4to1 Bit07MP(D[07],RegisterMode,ParallelOutput[07],ParallelOutput[06],S[07],LoadSignal[07]);
    Multiplexer4to1 Bit08MP(D[08],RegisterMode,ParallelOutput[08],ParallelOutput[07],S[08],LoadSignal[08]);
    Multiplexer4to1 Bit09MP(D[09],RegisterMode,ParallelOutput[09],ParallelOutput[08],S[09],LoadSignal[09]);
    Multiplexer4to1 Bit10MP(D[10],RegisterMode,ParallelOutput[10],ParallelOutput[09],S[10],LoadSignal[10]);
    Multiplexer4to1 Bit11MP(D[11],RegisterMode,ParallelOutput[11],ParallelOutput[10],S[11],LoadSignal[11]);
    Multiplexer4to1 Bit12MP(D[12],RegisterMode,ParallelOutput[12],ParallelOutput[11],S[12],LoadSignal[12]);
    Multiplexer4to1 Bit13MP(D[13],RegisterMode,ParallelOutput[13],ParallelOutput[12],S[13],LoadSignal[13]);
    Multiplexer4to1 Bit14MP(D[14],RegisterMode,ParallelOutput[14],ParallelOutput[13],S[14],LoadSignal[14]);
    Multiplexer4to1 Bit15MP(D[15],RegisterMode,ParallelOutput[15],ParallelOutput[14],S[15],LoadSignal[15]);
    HalfAdder Bit00HA(S[00],C[00],ParallelOutput[00],vcc );
    HalfAdder Bit01HA(S[01],C[01],ParallelOutput[01],C[00]);
    HalfAdder Bit02HA(S[02],C[02],ParallelOutput[02],C[01]);
    HalfAdder Bit03HA(S[03],C[03],ParallelOutput[03],C[02]);
    HalfAdder Bit04HA(S[04],C[04],ParallelOutput[04],C[03]);
    HalfAdder Bit05HA(S[05],C[05],ParallelOutput[05],C[04]);
    HalfAdder Bit06HA(S[06],C[06],ParallelOutput[06],C[05]);
    HalfAdder Bit07HA(S[07],C[07],ParallelOutput[07],C[06]);
    HalfAdder Bit08HA(S[08],C[08],ParallelOutput[08],C[07]);
    HalfAdder Bit09HA(S[09],C[09],ParallelOutput[09],C[08]);
    HalfAdder Bit10HA(S[10],C[10],ParallelOutput[10],C[09]);
    HalfAdder Bit11HA(S[11],C[11],ParallelOutput[11],C[10]);
    HalfAdder Bit12HA(S[12],C[12],ParallelOutput[12],C[11]);
    HalfAdder Bit13HA(S[13],C[13],ParallelOutput[13],C[12]);
    HalfAdder Bit14HA(S[14],C[14],ParallelOutput[14],C[13]);
    HalfAdder Bit15HA(S[15],C[15],ParallelOutput[15],C[14]);
endmodule
==> flow/run.sh <==
#!/bin/bash
# OpenROAD 26Q1-2900-gdf79404cd8, Yosys 0.63+post, stock flow scripts
make -C /OpenROAD-flow-scripts/flow DESIGN_CONFIG=/design/flow/config.mk WORK_HOME=/design/flow/orfs finish
==> flow/config.mk <==
export PLATFORM = sky130hd
export DESIGN_NAME = Multiplier
export DESIGN_NICKNAME = Multiplier
export VERILOG_FILES = /design/flow/design.v
export SDC_FILE = /design/flow/constraint.sdc
export NUM_CORES = 4
export LEC_CHECK = 1
export CORE_UTILIZATION = 40
==> flow/constraint.sdc <==
current_design Multiplier

set clk_period 12.5
set clk_io_pct 0.2

create_clock -name clk0 -period $clk_period [get_ports {clk}]

set non_clock_inputs [all_inputs -no_clocks]
set_input_delay [expr $clk_period * $clk_io_pct] -clock clk0 $non_clock_inputs
set_output_delay [expr $clk_period * $clk_io_pct] -clock clk0 [all_outputs]
==> CHANGELOG.md <==
### Physical design

* Fa+ha+maj area frac at 14.40%
* Synth unique cells at 35
* Halt Stage: 1_2_yosys
* Synth area leaders: dfxtp_1 (38%), fa_1 (11%), nand2_1 (7.1%), mux2i_1 (5.5%), buf_4 (5.0%)
* Cell type with the largest total area: dfxtp_1
* Post-synth area from yosys stat at between 2000 and 3000 sq um
* Yosys cell count at 282
* Status: stopped before the end
* Mux share at roughly 5.5%
* Syn. warnings at 2
* Stop err: ERROR: Found 1 problems in 'check -assert'.
* Post-Synth AOI/OAI Area at between 10 and 15%
* Simple Share, Synth at between 10% and 20%
* Register share after synthesis at 38.41%
* Yosys xor share at 0.6859%
* Registers, synthesis at around 50
* Yosys top cell area share at 38.41%
* Top comb family, area: adder cells
cell families after synthesis:
| family | after synthesis |
|---|---|
| compound gates | 57 |
| xor+xnor | 2 |
| fa+ha+maj | 21 |
| buf+inv | 66 |
| flops | 49 |
| mux | 14 |
| simple gates | 73 |
synthesized netlist by cell type, drive strengths merged:
library cell / instances
buf: 26
a211oi: 6
nand4: 4
a311oi: 3
and2: 2
nor2: 1
a31oi: 12
mux2i: 14
a21oi: 18
dfxtp: 49
xnor2: 2
fa: 14
o31ai: 1
and3: 2
a22oi: 1
clkbuf: 6
nand3: 1
nand2: 48
o21ai: 14
inv: 34
ha: 7
a21o: 2
nor3: 4
or3: 1
and4: 2
nand2b: 8

[design/flow/design.v]
module NotBus(In,Out,ebl);
input [15:0] In;
input ebl;
output [15:0] Out;
xor B0(Out[0], In[0] ,ebl);
xor B1(Out[1], In[1] ,ebl);
xor B2(Out[2], In[2] ,ebl);
xor B3(Out[3], In[3] ,ebl);
xor B4(Out[4], In[4] ,ebl);
xor B5(Out[5], In[5] ,ebl);
xor B6(Out[6], In[6] ,ebl);
xor B7(Out[7], In[7] ,ebl);
xor B8(Out[8], In[8] ,ebl);
xor B9(Out[9], In[9] ,ebl);
xor B10(Out[10],In[10] , ebl);
xor B11(Out[11],In[11] , ebl);
xor B12(Out[12],In[12] , ebl);
xor B13(Out[13],In[13] , ebl);
xor B14(Out[14],In[14] , ebl);
xor B15(Out[15],In[15] , ebl);
endmodule
[design/flow/run.sh]
#!/bin/bash
# OpenROAD 26Q1-2900-gdf79404cd8, Yosys 0.63+post, stock flow scripts
make -C /OpenROAD-flow-scripts/flow DESIGN_CONFIG=/design/flow/config.mk WORK_HOME=/design/flow/orfs finish
[design/flow/config.mk]
export PLATFORM = sky130hd
export DESIGN_NAME = NotBus
export DESIGN_NICKNAME = NotBus
export VERILOG_FILES = /design/flow/design.v
export SDC_FILE = /design/flow/constraint.sdc
export NUM_CORES = 4
export LEC_CHECK = 1
export CORE_AREA = 10 10 70 70
export DIE_AREA = 0 0 80 80
[design/flow/constraint.sdc]
current_design NotBus

set clk_period 1.0
set clk_io_pct 0.2

create_clock -name clk0 -period $clk_period

set non_clock_inputs [all_inputs -no_clocks]
set_input_delay [expr $clk_period * $clk_io_pct] -clock clk0 $non_clock_inputs
set_output_delay [expr $clk_period * $clk_io_pct] -clock clk0 [all_outputs]
==> flow_metrics.tcl <==
# yosys + openroad results
set metrics [dict create \
    ys_cells 18 \
    slew_headroom_pct 92.2 \
    top_cell "xor2_1" \
    port_buffers 33 \
    initial_core_util_pct 5.02 \
    postPlaceCellArea_um2 556 \
    post-cts-setup-buffer-count 0 \
    p_total_mw 0.190 \
    ys_top_cells_by_count "xor2_1 (16), buf_12 (1), buf_6 (1)" \
    top_cell_area_share_pct 81.8 \
    final.min_clock_period_ns 0.952 \
    vias 250 \
    final_max_slew_viol_count 0 \
    synth_area_per_cell_um2 9.52 \
    mux_share_pct 0 \
    antenna_cells 0 \
    rsz0062_at_grt "false" \
    cts_hold_buf 0 \
    p_per_area_nw_per_um2 380 \
    grt_pass1_vias 290 \
    topCombFamilyByArea "XOR/XNOR gates" \
    hold_slack_ns 0.768 \
    ys_seq_share_pct 0 \
    swShare_pct 31.8 \
    worstSetupPathType "primary input to output pin" \
    synth_top_cell_by_area "xor2_1" \
    ys_sh_adder_pct 0 \
    p_leak_nw 0.250 \
    wire_per_inst_um 10.1 \
    ys.warnings.count 0 \
    gp_congestion 0.848 \
    grt_pass1_wl_mm 1.39 \
    grt_max_degree 7 \
    setup_viol 0 \
    fmax_mhz 1050 \
    vdd_drop_max_mv 0.154 \
    fin_cells 98 \
    synthDistinctLibCells 3 \
    maxCapViolCount 0 \
    p_seq_share_pct 0 \
    antenna_left 0 \
    track_usage_pct 2.72 \
    rows 21 \
    yosys_area_um2 171 \
    coreArea_um2 3420 \
    grt_overflow 0 \
    outcome "completed" \
    drt_iter0_markers 1 \
    combPwrFrac_pct 100.0 \
    nClkBuffers 0 \
    crit_arrival_ns 0.75 \
    final_core_utilization_pct 14.7 \
    avgViaCountPerCell 2.55 \
    ys_sh_simple_pct 0 \
    first_pass_iters 2 \
    regArea_um2 0 \
    internal-power_mw 0.130 \
    cts-resized-gates 72 \
    aoi_share_pct 0 \
    fillers 400 \
    area_leaders "xor2_1 (82%), buf_12 (12%), buf_6 (6.6%)" \
    cp_max_fo 6 \
    syn_inst 18 \
    hold_viol 0 \
    flops 0 \
    ioPinCount 33 \
    antenna_found_initial 0 \
    die_area_um2 6400 \
    layout-drive-gt1-share_pct 34.6 \
    p_clk_share_pct 0 \
    dp_hpwl_um 850 \
    area_growth_pct 192 \
    tightest_slew_ns 0.117 \
    switchingPower_mw 0.0604 \
    fin_area_um2 500 \
    routed_wl_um 994 \
    die_w_um 80 \
    xor_share_pct 81.8 \
    openroad.warnings 32 \
    syn_area_um2 171 \
    worstHoldPathType "primary input to output pin" \
    place_inst 97 \
    startpoint_type "primary input" \
    crit_required_ns 0.80 \
    drc 0 \
    dieHeight_um 80 \
    crit_path_end_kind "output pin" \
    timing.final.crit_share_pct 95.2 \
]
-- worst max-delay path, cell delays in order --
cell	delay [ns]
buf_8	0.11
buf_16	0.13
xor2_1	0.12
clkdlybuf4s15_1	0.19
-- per-stage QoR --
| step | setup WS, ns | setup TNS, ns |
|---|---|---|
| 3_3_place_gp | -0.743 | -11.50 |
| 2_1_floorplan | 0.210 | 0 |
| 5_1_grt | 0.0115 | 0 |
| 4_1_cts | 0.0362 | 0 |
| 6_report | 0.0476 | 0 |
| 3_5_place_dp | -0.755 | -11.67 |
-- layer usage --
metal | share of wire (%) | track usage [%]
met2 | 26 | 3.45
met4 | 0 | 0
met5 | 0 | 0
met1 | 49 | 3.69
met3 | 24 | 2.16
-- layout by cell type, fill, tap and decap left out --
cell              n
dlygate4sd2_1    14
buf_2            14
xor2_1           16
buf_8             1
buf_4             1
buf_16            1
buf_12            1
clkdlybuf4s15_1   4
-- path summary, 6_finish.rpt --
path | from | endpoint | slack [ns] | cells past startpoint
hold / removal | In[1] | Out[1] | 0.77 | 3
setup / recovery | ebl | Out[8] | 0.05 | 4
-- area by class of cell --
type	count	area, µm²	share of cell area [%]
Timing Repair Buffer	36	303	60.5
Multi-Input combinational cell	16	140	28.0
Tap cell	46	57.6	11.5
-- power groups by stage --
stage | Combinational [mW] | Sequential, mW | Clock [mW]
final | 0.190 | 0 | 0
after CTS | 0.197 | 0 | 0
after global routing | 0.214 | 0 | 0
-- cells by family (layout without fill, tap and decap cells) --
logic type / after synthesis / in the layout
xor+xnor: 16 / 16
buf+inv: 2 / 36
Power figures rest on the tool's default switching activity, not on a simulated workload.
